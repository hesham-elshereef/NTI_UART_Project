==> design.v <==
module uart_rx #(
    parameter DATA_BITS = 8,
    parameter BAUD_CNT_WIDTH = 16
)(
    input                         clk,
    input                         rst,        
    input                        arst_n,     
    input                        rx,         
    input                        rx_en,      
    input   [BAUD_CNT_WIDTH-1:0] baud_val,  
    output reg  [DATA_BITS-1:0] data,
    output reg                  done,
    output reg                  err,
    output reg                  busy
);
    localparam IDLE  = 3'b000;
    localparam START = 3'b001;
    localparam DATA  = 3'b010;
    localparam DONEs = 3'b011;
    localparam ERRs  = 3'b100;
    reg [2:0] cs, ns;
    reg [BAUD_CNT_WIDTH-1:0] baud_cnt;
    wire                     baud_done;
    reg [3:0]                bit_cnt;
    reg rx_sync, rx_prev;
    wire start_edge;
    reg [DATA_BITS-1:0] shift_reg;
    always @(posedge clk or negedge arst_n) begin
        if (!arst_n) begin
            rx_sync <= 1'b1;
            rx_prev <= 1'b1;
        end else begin
            rx_sync <= rx;
            rx_prev <= rx_sync;
        end
    end
    assign start_edge = (rx_prev == 1'b1 && rx_sync == 1'b0);
    always @(posedge clk or negedge arst_n) begin
        if (!arst_n) begin
            baud_cnt <= 0;
        end else if (rst) begin
            baud_cnt <= 0;
        end else if (cs == IDLE || baud_done) begin
            baud_cnt <= baud_val;
        end else begin
            baud_cnt <= baud_cnt - 1;
        end
    end
    assign baud_done = (baud_cnt == 0);
    always @(posedge clk or negedge arst_n) begin
        if (!arst_n) begin
            cs <= IDLE;
        end else if (rst) begin
            cs <= IDLE;
        end else begin
            cs <= ns;
        end
    end
    always @(*) begin
        ns = cs;
        done = 1'b0;
        err  = 1'b0;
        busy = 1'b1;
        case (cs)
            IDLE: begin
                busy = 1'b0;
                if (rx_en && start_edge) ns = START;
            end
            START: begin
                if (baud_done)           ns = DATA; 
            end
            DATA: begin
                if (baud_done) begin
                    if (bit_cnt == DATA_BITS) begin
                        if (rx_sync == 1'b1)
                            ns = DONEs;
                        else
                            ns = ERRs;
                    end
                end
            end
            DONEs: begin
                done = 1'b1;
                ns = IDLE;
            end
            ERRs: begin
                err = 1'b1;
                ns = IDLE;
            end
        endcase
    end
    always @(posedge clk or negedge arst_n) begin
        if (!arst_n) begin
            bit_cnt <= 0;
        end else if (rst) begin
            bit_cnt <= 0;
        end else if (cs == IDLE) begin
            bit_cnt <= 0;
        end else if (cs == DATA && baud_done) begin
            bit_cnt <= bit_cnt + 1;
        end
    end
    always @(posedge clk or negedge arst_n) begin
        if (!arst_n) begin
            shift_reg <= 0;
        end else if (rst) begin
            shift_reg <= 0;
        end else if (cs == DATA && baud_done && bit_cnt < DATA_BITS) begin
            shift_reg <= {rx_sync, shift_reg[DATA_BITS-1:1]}; 
        end
    end
    always @(posedge clk or negedge arst_n) begin
        if (!arst_n) begin
            data <= 0;
        end else if (rst) begin
            data <= 0;
        end else if (cs == DONEs) begin
            data <= shift_reg;
        end
    end
endmodule
==> run.sh <==
#!/bin/bash
# OpenROAD 26Q1-2900-gdf79404cd8, Yosys 0.63+post, stock flow scripts
make -C /OpenROAD-flow-scripts/flow DESIGN_CONFIG=/design/flow/config.mk WORK_HOME=/design/flow/orfs finish
==> config.mk <==
export PLATFORM = sky130hd
export DESIGN_NAME = uart_rx
export DESIGN_NICKNAME = uart_rx
export VERILOG_FILES = /design/flow/design.v
export SDC_FILE = /design/flow/constraint.sdc
export NUM_CORES = 4
export LEC_CHECK = 1
export CORE_UTILIZATION = 30
==> constraint.sdc <==
current_design uart_rx

set clk_period 4.3
set clk_io_pct 0.2

create_clock -name clk0 -period $clk_period [get_ports {clk}]

set non_clock_inputs [all_inputs -no_clocks]
set_input_delay [expr $clk_period * $clk_io_pct] -clock clk0 $non_clock_inputs
set_output_delay [expr $clk_period * $clk_io_pct] -clock clk0 [all_outputs]
==> impl_results.rst <==
Run summary
-----------

.. list-table::
   :header-rows: 1

   * - Metric
     - Value
   * - Share of flip-flops with an asynchronous set or reset
     - 1.00
   * - Clock buffer count from CTS
     - 5
   * - Terminus of the critical flop-to-flop path
     - baud_cnt[13]$_DFF_PN0_
   * - Number of flops mapped to enable cells by yosys
     - 0
   * - Cell type with the largest total area
     - sky130_fd_sc_hd__dfrtp_1
   * - Clk ins delay skew pair
     - 290 ps
   * - Compound Share, Synth
     - 0.129
   * - Ports placed on the boundary
     - 32
   * - Main kind of combinational logic by area
     - simple AND/OR/NAND/NOR gates
   * - Worst Clk Skew
     - 5.71 ps
   * - Type of the worst setup path
     - reg2out
   * - Sum of buffers and inverters on the critical path
     - 1
   * - Total die area
     - 0.00745 sq mm
   * - Standard cell core area
     - 0.00683 sq mm
   * - Number of core rows
     - 30
   * - H-tree Lvls
     - 2
   * - GRT Residual Overflow
     - 0
   * - Remaining number of nets flagged by the antenna check after routing
     - 0
   * - Combined global-route utilization of all metal layers
     - 0.127
   * - Wire length reported by the detailed router
     - 4360 um
   * - Fraction of the yosys area taken by sequential cells
     - 0.506
   * - Hold Buf Count CTS
     - 0
   * - Max Freq
     - 0.423 GHz
   * - Fraction of the mapped netlist area in simple logic gates
     - 0.207
   * - Mean instance size in the synthesized netlist
     - 10.1 sq um
   * - # Cells Yosys
     - 211
   * - Fraction of final layout cells with drive strength greater than 1
     - 0.0779
   * - Commonest flop
     - sky130_fd_sc_hd__dfrtp_1
   * - Maximum number of pins on one net before global-route repair
     - 44
   * - Portion of synthesized cell area occupied by the leading cell type
     - 0.469
   * - Net Switching
     - 0.213 mW
   * - Number of global-route vias before repair
     - 1553
   * - Number of distinct library cell variants in the gate-level netlist after synthesis
     - 38
   * - Final-report max-slew violation count
     - 0
   * - Delay of the slowest cell on the worst path
     - 650 ps
   * - Part of the power in combinational logic
     - 0.138
   * - Worst hold-check path type
     - reg2reg
   * - Chip area estimate from yosys synthesis
     - 0.00213 sq mm
   * - Pint
     - 0.580 mW
   * - Instance count along the most critical hold path
     - 0
   * - Minimum period implied by the final worst setup slack
     - 2360 ps
   * - Count of unresolved DRC violations after routing
     - 0
   * - Maximum buffer depth of the clock tree
     - 2
   * - Total of cells resized after clock tree synthesis
     - 0
   * - Startpoint types
     - flop
   * - Wirelength per Cell
     - 12.8 um
   * - Post-Synthesis Cell Area
     - 0.00213 sq mm
   * - Crit path max-delay cell type
     - sky130_fd_sc_hd__dfrtp_1
   * - Final GP Congestion
     - 0.774
   * - Sequential Power Share
     - 0.550
   * - Endpoints failing setup
     - 0
   * - Total Negative Setup Slacks
     - 0 ps
   * - N_diodes
     - 0
   * - Number of I/O port buffers
     - 31
   * - Clock network fraction of total power
     - 0.312
   * - Number of vias per cell
     - 4.80
   * - Number of fillers in the final layout
     - 690
   * - Post-route clock period utilization
     - 0.550
   * - Data arrival time of the critical path
     - 1500 ps
   * - Root Buffer
     - sky130_fd_sc_hd__clkbuf_8
   * - Max-capacitance violation count
     - 0
   * - Required @ worst endpoint
     - 3440 ps
   * - Log Warnings
     - 27
   * - Crit end category
     - output pin
   * - Die Ht
     - 86.3 um
   * - Flops after synth
     - 43
   * - Clock-pin slew on the worst setup and hold paths
     - 80 ps
   * - Most frequently placed logic cell in the final layout
     - sky130_fd_sc_hd__dfrtp_1
   * - Half-perimeter wire length after detailed placement
     - 3040 um
   * - Final hold vios
     - 0
   * - Area fraction in mux cells
     - 0.0516
   * - Worst hold endpoint
     - rx_prev$_DFF_PN1_
   * - Horiz. Die Dim
     - 86.3 um
   * - Total via count after detailed routing
     - 1633
   * - XORs/XNORs by Area
     - 0.0493
   * - Floorplan-stage core utilization
     - 0.312
   * - Wire length of the first global-routing pass
     - 7330 um
   * - Number of flip-flops under the largest register name
     - 16
   * - Number of iterations in the first detailed-routing pass
     - 4
   * - RSZ-0062 raised after global routing
     - false
   * - Post-layout instance area
     - 0.00264 sq mm
   * - Total power divided by cell area
     - 301 mW/mm^2
   * - First DRT Iteration DRCs
     - 71
   * - Worst r2r path cells
     - 4
   * - Number of antenna violations at the first check in global routing
     - 0
   * - Final Util
     - 0.386
   * - Crit Path Max Fanout
     - 10
   * - Hold_sp
     - rx_sync$_DFF_PN1_
   * - CTS tree
     - yes
   * - Worst slew pin tran
     - 754 ps
   * - Switching share of power
     - 0.268
   * - Top cells by area
     - sky130_fd_sc_hd__dfrtp_1 47%, sky130_fd_sc_hd__mux2i_1 5.2%, sky130_fd_sc_hd__o21ai_0 4.5%
   * - TritonCTS sink count
     - 43
   * - Worst flop-to-flop path startpoint
     - baud_cnt[4]$_DFF_PN0_
   * - CP Cell Sequence
     - clkdlybuf4s50_1
   * - Synth-to-Final Area Change
     - 23.6%
   * - Standby leakage power
     - 1.04 nW
   * - Worst slew slack as a fraction of its limit
     - 0.494
   * - Buffers inserted by post-CTS timing repair
     - 0
   * - Area after DPL
     - 0.00255 sq mm
   * - Cells after Synth
     - 211
   * - Warnings, synthesis
     - 1
   * - Top Family by Delay on Critical Path
     - flip-flops
   * - Status
     - complete, no violations
   * - Slack of the worst reg-to-reg path
     - 2300 ps
   * - Most instantiated logic cells after routing
     - 40 x sky130_fd_sc_hd__dfrtp_1, 30 x sky130_fd_sc_hd__clkdlybuf4s50_1, 25 x sky130_fd_sc_hd__nor2_1
   * - Peak supply drop
     - 0.000117 V
   * - Post-Synth Adder-Cell Area
     - 0.0235
synth_stat cells (2+ instances only):
cell / count
sky130_fd_sc_hd__or3_1: 3
sky130_fd_sc_hd__o21ai_0: 19
sky130_fd_sc_hd__nand4_1: 5
sky130_fd_sc_hd__a211oi_1: 6
sky130_fd_sc_hd__nor2_1: 25
sky130_fd_sc_hd__nor4_4: 2
sky130_fd_sc_hd__nor3_1: 4
sky130_fd_sc_hd__clkbuf_1: 5
sky130_fd_sc_hd__xor2_1: 7
sky130_fd_sc_hd__nand4b_1: 2
sky130_fd_sc_hd__dfrtp_1: 40
sky130_fd_sc_hd__o31ai_1: 2
sky130_fd_sc_hd__nor2b_1: 2
sky130_fd_sc_hd__a21oi_1: 17
sky130_fd_sc_hd__dfstp_2: 3
sky130_fd_sc_hd__nand2_1: 4
sky130_fd_sc_hd__and3_1: 2
sky130_fd_sc_hd__buf_2: 3
sky130_fd_sc_hd__ha_1: 4
sky130_fd_sc_hd__inv_1: 9
sky130_fd_sc_hd__mux2i_1: 11
sky130_fd_sc_hd__nand3_1: 14
sky130_fd_sc_hd__nor4_1: 3
sky130_fd_sc_hd__xnor2_1: 5
cells by family (layout without fill, tap and decap cells):
group           Yosys count  count (layout)
simple gates             75              75
compound gates           48              48
flops                    43              43
mux                      11              11
xor+xnor                 12              12
buf+inv                  18              51
fa+ha+maj                 4               4
worst reg2reg max path: stages, from the launching register on:
cell	delay, ps
sky130_fd_sc_hd__dfrtp_1	440
sky130_fd_sc_hd__nor4_4	600
sky130_fd_sc_hd__and3_1	480
sky130_fd_sc_hd__a211oi_1	130
sky130_fd_sc_hd__nor4_1	260
worst max path at each step:
stage / start / to / slack, ps / depth (start not counted)
6_report: cs[4]$_DFF_PN0_ / done / 1940 / 1
5_1_grt: cs[4]$_DFF_PN0_ / done / 1840 / 1
4_1_cts: cs[4]$_DFF_PN0_ / done / 1910 / 1
final cells by class:
type                       instances  area (sq um)  area share
sequential                        43          1080       0.410
multi-input combinational        150           988       0.375
timing repair buffer              34           328       0.124
tap                               96           120      0.0456
clock buffer                       6          72.6      0.0275
inverter                           9          33.8      0.0128
clock inverter                     2          12.5     0.00475
power groups by stage:
stage | sequential, mW | combinational, mW | clock, mW
4_1_cts | 0.436 | 0.111 | 0.256
5_1_grt | 0.439 | 0.123 | 0.276
6_report | 0.436 | 0.109 | 0.248
per-stage QoR:
stage,worst slack (ps),hold WS (ps),std cells,power [mW]
5_1_grt,1840,409,340,0.838
3_3_place_gp,2040,387,332,0.555
3_5_place_dp,2030,387,332,0.554
4_1_cts,1910,399,340,0.804
2_1_floorplan,2570,374,211,0.507
6_report,1940,398,340,0.793
per-layer routing:
metal	track usage	wire (um)	vias to the layer above	part of all wire
met5	0	0	-	0
li1	-	-	824	-
met2	0.195	1970	23	0.45
met4	0.0152	68	0	0.016
met1	0.203	2200	781	0.50
met3	0.0213	129	5	0.030
Power figures rest on the tool's default switching activity, not on a simulated workload.
