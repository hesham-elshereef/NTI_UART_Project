$ cat flow/design.v
`timescale 1ns/1ps
module uart_tx #(
  parameter DATA_BITS = 8,
  parameter STOP_BITS = 1
)(
  input              clk,         
  input              rst,         
  input              tx_start,    
  input  [7:0]       tx_data,     
  input  [15:0]      baud_val,    
  output reg         tx,          
  output reg         busy,        
  output reg         done         
);
  localparam IDLE  = 3'b000,
             START = 3'b001,
             DATA  = 3'b010,
             STOP  = 3'b011,
             DONE  = 3'b100;
  reg [2:0] state, next_state;
  reg [15:0] baud_cnt;
  reg [3:0]  bit_idx;
  reg [7:0]  shift_reg;
  always @(posedge clk or posedge rst) begin
    if (rst) 
      baud_cnt <= 0;
    else if (state != IDLE) begin
      if (baud_cnt == 0)
        baud_cnt <= baud_val;
      else
        baud_cnt <= baud_cnt - 1;
    end else
      baud_cnt <= baud_val;
  end
  wire baud_tick = (baud_cnt == 0);
  always @(posedge clk or posedge rst) begin
    if (rst)
      state <= IDLE;
    else
      state <= next_state;
  end
  always @(*) begin
    next_state = state;
    case (state)
      IDLE:  if (tx_start) next_state = START;
      START: if (baud_tick) next_state = DATA;
      DATA:  if (baud_tick && bit_idx == DATA_BITS-1) next_state = STOP;
      STOP:  if (baud_tick && STOP_BITS==1) next_state = DONE;
      DONE:  next_state = IDLE;
    endcase
  end
  always @(posedge clk or posedge rst) begin
    if (rst) begin
      tx       <= 1'b1;  
      busy     <= 0;
      done     <= 0;
      shift_reg<= 0;
      bit_idx  <= 0;
    end else begin
      done <= 0;  
      case (state)
        IDLE: begin
          tx   <= 1'b1;
          busy <= 0;
          if (tx_start) begin
            shift_reg <= tx_data;
            busy <= 1;
          end
        end
        START: if (baud_tick) tx <= 1'b0;   
        DATA: if (baud_tick) begin
          tx <= shift_reg[0];
          shift_reg <= shift_reg >> 1;
          bit_idx <= bit_idx + 1;
        end
        STOP: if (baud_tick) tx <= 1'b1;    
        DONE: begin
          done <= 1;
          busy <= 0;
        end
      endcase
    end
  end
endmodule
$ cat flow/run.sh
#!/bin/bash
# OpenROAD 26Q1-2900-gdf79404cd8, Yosys 0.63+post, stock flow scripts
make -C /OpenROAD-flow-scripts/flow DESIGN_CONFIG=/design/flow/config.mk WORK_HOME=/design/flow/orfs finish
$ cat flow/config.mk
export PLATFORM = sky130hd
export DESIGN_NAME = uart_tx
export DESIGN_NICKNAME = uart_tx
export VERILOG_FILES = /design/flow/design.v
export SDC_FILE = /design/flow/constraint.sdc
export NUM_CORES = 4
export LEC_CHECK = 1
export CORE_UTILIZATION = 30
$ cat flow/constraint.sdc
current_design uart_tx

set clk_period 7.6
set clk_io_pct 0.2

create_clock -name clk0 -period $clk_period [get_ports {clk}]

set non_clock_inputs [all_inputs -no_clocks]
set_input_delay [expr $clk_period * $clk_io_pct] -clock clk0 $non_clock_inputs
set_output_delay [expr $clk_period * $clk_io_pct] -clock clk0 [all_outputs]
==> impl_metrics.yaml <==
# yosys + openroad results
logic_synthesis:
  yosysTopAreaCell: "dfrtp_1"
  syn_avg_cell_area_um2: 12.3
  netlist.area_leader.share: 0.460
  ys_seq_share: 0.474
  ys_warn_count: 1
  area_leaders: "dfrtp_1 (46%), mux2_4 (7.5%), xnor2_1 (6.3%)"
  ys.flop_type: "dfrtp_1"
  netlist_area_um2: 1800
  ys_cells: 146
  ys_chip_area_um2: 1800
  synth_flops: 34
  yosysUniqueCellTypes: 40
  synth-edff-count: 0
  async_flop_share: 1.00
  synthCells: 146
power_and_ir_drop:
  p_total_mw: 0.529
  ir_worst_vdd_mv: 0.0924
  p_per_area_nw_per_um2: 234
  power.leakage_nw: 0.948
sta:
  fmax_ghz: 0.358
  maxSlewHeadroom: 0.530
  worst_pin_slew_ns: 0.703
  fin_ws_ns: 4.81
  hold_ws_ns: 0.464
  rsz0062_at_grt: "false"
  drv_slew: 0
  finalClockSkew_ns: 0.00786
  setup_viol: 0
  fin_tns_setup_ns: 0
  period_needed_ns: 2.79
  hold_violations: 0
  finalCritPeriodShare: 0.367
floorplan:
  rows: 27
  io_pins: 30
  floorplan.core_util: 0.318
  coreArea_um2: 5640
  die_w_um: 79.4
  chipArea_um2: 6300
  fp.dieH_um: 79.4
detailed_routing:
  wirelength_um: 3200
  drc: 0
  post_drt_via_cell_ratio: 4.69
  drt-initial-drc-count: 68
  antenna_cells: 0
  wl_per_cell_um: 12.7
  vias: 1182
  first_pass_iters: 4
  antenna_left: 0
global_route:
  grt_util_all_layers: 0.118
  grt_pass1_vias: 1183
  grt_max_degree: 35
  gr-total-overflow: 0
  grt_pass1_wl_um: 5690
  antenna_found_initial: 0
cells_and_area:
  lay_top_cells: "dfrtp_1 (33), clkdlybuf4s50_1 (29), xnor2_1 (13), mux2_4 (9), o21ai_0 (8)"
  fin_cells: 252
  fillers: 523
  final_common_cell: "dfrtp_1"
  synthToLayoutAreaGrowth_pct: 25.6
  largest_reg_flops: 16
  drive_above_1_share: 0.183
placement:
  place_ws_ns: 4.50
  place.gp.congestion: 0.756
  dp_hpwl_um: 2200
  port_buffers: 29
  dpl.cell_count: 244
job:
  warning_count: 26
  maxCapViolations: 0
outcome:
  status: "complete, no violations"
clocking:
  cts_buffer_depth: 2
  post_cts_buffers: 0
  htree_levels: 2
  cts_root_buf: "clkbuf_8"
  cts_buffers: 5
  holdBufCountCts: 0
  cts_resized: 0
  cts_sinks: 34
  cts_tree: "done"
  clk_pin_slew_ns: 0.07
  clock_latency_ns: 0.28
worst_hold_path:
  hold_start: "bit_idx[3]"
  hold_class: "reg -> reg"
setup_path:
  worstPathRequired_ns: 7.83
  criticalPathCategory: "in -> reg"
  arrival_ns: 3.02
  critPathMaxStageDelay_ns: 0.46
  cp-end-kind: "flip-flop"
  cp_max_fo: 12
  path_cells: "clkdlybuf4s50_1 > nand3_1 > o21ai_1 > o221a_2"
  slowest_stage: "clkdlybuf4s50_1"
  crit_start: "tx_start"
  worstReg2RegStart: "baud_cnt[0]"
  start_kind: "input pin"
-- logic make-up after synthesis --
kind of cell	Yosys count	synth area share
and+or+nand+nor	36	0.148
DFF	34	0.474
AOI/OAI and AO/OA	26	0.114
xor gates and xnor gates	18	0.0877
muxes	17	0.125
buffers and inverters	12	0.0299
adders and majority gates	3	0.0209
-- worst paths after layout --
path | end | slack (ns) | cells past startpoint
min in group asynchronous | baud_cnt[14] | 1.63 | 3
max in group asynchronous | tx | 5.64 | 3
hold reg to reg | bit_idx[3] | 0.46 | 1
setup / recovery | shift_reg[6] | 4.81 | 4
hold / removal | bit_idx[3] | 0.46 | 1
setup reg to reg | baud_cnt[4] | 5.39 | 6
-- final cells by class --
type,instances,area (um2),area share
multi-input combinational,100,891,0.395
sequential,34,852,0.378
timing repair buffer,31,305,0.135
tap,72,90.1,0.0399
clock buffer,7,86.3,0.0383
inverter,7,26.3,0.0116
clock inverter,1,5.00,0.00222
-- metrics by stage --
stage	instance area, um2	utilization
after CTS	2260	0.400
final	2260	0.400
after global routing	2260	0.400
after floorplan	1800	-
after global placement	2160	0.384
after detailed placement	2160	0.384
-- cells in the mapped netlist (3+ instances only) --
master,n
clkbuf_1,3
dfrtp_1,33
ha_1,3
inv_1,7
mux2_2,6
mux2_4,9
nand2_1,4
nand3_1,4
nand4_1,3
nand4b_1,3
nor2_1,3
nor3_1,5
nor3b_1,3
o21a_1,6
o21ai_0,8
o32a_1,6
xnor2_1,13
xor2_1,5
-- critical path: cells and delay by family --
family | cells | cell delay (ns)
compound gates | 2 | 0.73
buf+inv | 1 | 0.46
simple gates | 1 | 0.31
-- power breakdown --
group	switching, mW	total [mW]	leakage, nW	internal [mW]
clock network	0.0633	0.136	0.0482	0.0730
logic	0.0455	0.131	0.476	0.0852
registers	0.0450	0.261	0.424	0.216
-- metal layers --
metal / up-vias / GRT usage / share of wire
met3: 5 / 0.0197 / 0.032
met1: 553 / 0.185 / 0.51
met2: 20 / 0.177 / 0.44
met5: - / 0 / 0
met4: 0 / 0.0182 / 0.020
li1: 604 / - / -
No activity file was given, so power comes from the tool's default toggle rates.
